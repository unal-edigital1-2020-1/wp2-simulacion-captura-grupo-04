==> flow/design.v <==
`timescale 10ns / 1ns		
module VGA_Driver640x480 (
	input rst,
	input clk, 				 
	input  [11:0] pixelIn, 	 
	output  [11:0] pixelOut,  
	output  Hsync_n,		 
	output  Vsync_n,		 
	output  [9:0] posX, 	 
	output  [9:0] posY 		 
);
localparam SCREEN_X = 640; 	 
localparam FRONT_PORCH_X =16;  
localparam SYNC_PULSE_X = 96;
localparam BACK_PORCH_X = 48;  
localparam TOTAL_SCREEN_X = SCREEN_X+FRONT_PORCH_X+SYNC_PULSE_X+BACK_PORCH_X; 	 
localparam SCREEN_Y = 480; 	 
localparam FRONT_PORCH_Y =10;  
localparam SYNC_PULSE_Y = 2;
localparam BACK_PORCH_Y = 33;
localparam TOTAL_SCREEN_Y = SCREEN_Y+FRONT_PORCH_Y+SYNC_PULSE_Y+BACK_PORCH_Y; 	 
reg  [9:0] countX;
reg  [9:0] countY;
assign posX = countX;
assign posY = countY;
assign pixelOut = (countX<SCREEN_X) ? (pixelIn) : (12'b000000000000) ;
assign Hsync_n = ~((countX>=SCREEN_X+FRONT_PORCH_X) && (countX<SCREEN_X+SYNC_PULSE_X+FRONT_PORCH_X)); 
assign Vsync_n = ~((countY>=SCREEN_Y+FRONT_PORCH_Y) && (countY<SCREEN_Y+FRONT_PORCH_Y+SYNC_PULSE_Y));
always @(posedge clk) begin
	if (rst) begin
		countX <= (SCREEN_X+FRONT_PORCH_X-1);
		countY <= (SCREEN_Y+FRONT_PORCH_Y-1);
	end
	else begin 
		if (countX >= (TOTAL_SCREEN_X-1)) begin
		  countX <= 0;
		  if (countY >= (TOTAL_SCREEN_Y-1)) begin
		      countY <= 0;
		  end 
		  else begin
				countY <= countY + 1;
		  end
		end 
		else begin
			countX <= countX + 1;
			countY <= countY;
		end
	end
end
endmodule
==> flow/run.sh <==
#!/bin/bash
# OpenROAD 26Q1-2900-gdf79404cd8, Yosys 0.63+post, stock flow scripts
make -C /OpenROAD-flow-scripts/flow DESIGN_CONFIG=/design/flow/config.mk WORK_HOME=/design/flow/orfs finish
==> flow/config.mk <==
export PLATFORM = sky130hd
export DESIGN_NAME = VGA_Driver640x480
export DESIGN_NICKNAME = VGA_Driver640x480
export VERILOG_FILES = /design/flow/design.v
export SDC_FILE = /design/flow/constraint.sdc
export NUM_CORES = 4
export LEC_CHECK = 1
export CORE_AREA = 10 10 107 107
export DIE_AREA = 0 0 117 117
==> flow/constraint.sdc <==
current_design VGA_Driver640x480

set clk_period 4.1
set clk_io_pct 0.2

create_clock -name clk0 -period $clk_period [get_ports {clk}]

set non_clock_inputs [all_inputs -no_clocks]
set_input_delay [expr $clk_period * $clk_io_pct] -clock clk0 $non_clock_inputs
set_output_delay [expr $clk_period * $clk_io_pct] -clock clk0 [all_outputs]
==> run_summary.xml <==
<?xml version="1.0" encoding="UTF-8"?>
<metrics>
  <group name="outcome">
    <metric name="outcome" unit="">finished, final reports clean</metric>
  </group>
  <group name="pwr">
    <metric name="power.share.switching" unit="%">24.7</metric>
    <metric name="p_sw" unit="uW">105</metric>
    <metric name="peakVddDrop" unit="V">0.0000769</metric>
    <metric name="p_leak" unit="uW">0.000629</metric>
    <metric name="cellInternalPower" unit="uW">321</metric>
    <metric name="combPwrFrac" unit="%">18.0</metric>
    <metric name="clock_power_share" unit="%">29.8</metric>
    <metric name="share_seq_of_total_power" unit="%">52.2</metric>
    <metric name="p_per_area" unit="nW/um^2">239</metric>
  </group>
  <group name="clocking">
    <metric name="clkSinkCount" unit="">20</metric>
    <metric name="clk_path_buf_depth" unit="">2</metric>
    <metric name="clkLatencyLatePin" unit="ns">0.25</metric>
    <metric name="postCtsHoldBufs" unit="">0</metric>
    <metric name="post_cts.repair.setup_buffers" unit="">0</metric>
    <metric name="cts_tree" unit="">yes</metric>
    <metric name="post_cts_resized" unit="">0</metric>
    <metric name="post_cts_clock_slew_at_the_launch_and_capture_registers_of_the_worst_setup_and_hold_paths" unit="ns">0.07</metric>
    <metric name="clk_root_buffer_cell" unit="">clkbuf_8</metric>
    <metric name="numCtsBuffers" unit="">3</metric>
    <metric name="ctsHtreeMaxLevel" unit="">1</metric>
  </group>
  <group name="min_path">
    <metric name="hold_class" unit="">flop to flop</metric>
  </group>
  <group name="yosys">
    <metric name="netlist_area" unit="um^2">1150</metric>
    <metric name="synth-seq-cells" unit="">20</metric>
    <metric name="yosys_cells" unit="">136</metric>
    <metric name="synthDominantCellAreaShare" unit="%">34.8</metric>
    <metric name="synth-warning-count" unit="">1</metric>
    <metric name="ys_async_sr_fraction" unit="%">0</metric>
    <metric name="post_synth_main_area_contributors" unit="">dfxtp_1, and2_1, ha_1, nand2_1, nor3_1</metric>
    <metric name="seq_area_frac_synth" unit="%">34.8</metric>
    <metric name="avgSynthCellArea" unit="um^2">8.46</metric>
    <metric name="synth_area_leader_cell" unit="">dfxtp_1</metric>
    <metric name="synth-edff-count" unit="">0</metric>
    <metric name="post_synth_num_cell_types" unit="">38</metric>
    <metric name="synth_cells" unit="">136</metric>
    <metric name="ys_chip_area" unit="um^2">1150</metric>
    <metric name="synth_top_flop_cell" unit="">dfxtp_1</metric>
  </group>
  <group name="critical_path">
    <metric name="worstPathRequired" unit="ns">3.28</metric>
    <metric name="timing.setup.critical_path_class" unit="">flop to primary output</metric>
    <metric name="cp_cell_sequence" unit="">o21ai_0 &gt; and2_1 &gt; clkdlybuf4s50_1</metric>
    <metric name="critical_path_peak_fanout" unit="">12</metric>
    <metric name="critPathTopFamily" unit="">AND-OR/OR-AND gates</metric>
    <metric name="worst_path_max_delay_cell" unit="">o21ai_0</metric>
    <metric name="worst_setup_path_start_kind" unit="">flop</metric>
    <metric name="max_stage_delay" unit="ns">0.72</metric>
    <metric name="worstPathBufferInverterCount" unit="">1</metric>
    <metric name="worstPathArrival" unit="ns">2.08</metric>
    <metric name="endpoint_kind" unit="">primary output</metric>
  </group>
  <group name="drt">
    <metric name="antenna-diode-count" unit="">0</metric>
    <metric name="drt-pass1-iter-count" unit="">4</metric>
    <metric name="drt_wl_total" unit="mm">3.54</metric>
    <metric name="drt_iter0_markers" unit="">48</metric>
    <metric name="postRouteAntennaNets" unit="">0</metric>
    <metric name="vias" unit="">1125</metric>
    <metric name="drt-wirelength-per-cell" unit="um">12.1</metric>
    <metric name="drc" unit="">0</metric>
    <metric name="drt-vias-per-instance" unit="">3.84</metric>
  </group>
  <group name="placed_design">
    <metric name="place.gp.congestion" unit="">0.763</metric>
    <metric name="place.port_buffers" unit="">47</metric>
    <metric name="pre_cts_worst_setup_slack" unit="ns">1.41</metric>
    <metric name="dp_hpwl" unit="mm">2.76</metric>
  </group>
  <group name="floorplanning">
    <metric name="floorplan.core_area" unit="um^2">9200</metric>
    <metric name="num_rows" unit="">35</metric>
    <metric name="die_area" unit="um^2">13700</metric>
    <metric name="die-width" unit="um">117</metric>
    <metric name="num_io_pins" unit="">48</metric>
    <metric name="fp_util" unit="%">12.5</metric>
    <metric name="die-height" unit="um">117</metric>
  </group>
  <group name="sta">
    <metric name="least_setup_slack_across_all_paths_after_layout" unit="ns">1.20</metric>
    <metric name="grt_setup_unrepaired" unit="">no</metric>
    <metric name="highest_attainable_clock_frequency" unit="MHz">345</metric>
    <metric name="worst_clock_skew" unit="ns">0.00429</metric>
    <metric name="finalWorstPathRequiredPeriod" unit="ns">2.90</metric>
    <metric name="timing.slew.headroom" unit="%">42.4</metric>
    <metric name="max_slew.worst_pin.slew" unit="ns">0.855</metric>
    <metric name="min_period_over_period" unit="%">70.7</metric>
    <metric name="report.final.slew_viol_count" unit="">0</metric>
    <metric name="final-setup-viol-count" unit="">0</metric>
    <metric name="tns" unit="ns">0</metric>
    <metric name="final-hold-violation-count" unit="">0</metric>
  </group>
  <group name="global_route">
    <metric name="gr-total-overflow" unit="">0</metric>
    <metric name="global_route.usage.met1" unit="%">6.31</metric>
    <metric name="gr_util_met2" unit="%">7.69</metric>
    <metric name="antenna_violations_before_repair" unit="">0</metric>
    <metric name="grt.total_usage" unit="%">4.65</metric>
    <metric name="grt_pass1_vias" unit="">1006</metric>
    <metric name="pin_count_of_the_biggest_net_entering_global_routing" unit="">18</metric>
    <metric name="met3_usage_in_global_routing" unit="%">0.877</metric>
    <metric name="wire_length_of_the_first_global_routing_pass" unit="mm">5.29</metric>
    <metric name="top_usage_layer" unit="">met2</metric>
  </group>
  <group name="flow_run">
    <metric name="warnings" unit="">30</metric>
    <metric name="max_cap_viol_count" unit="">0</metric>
  </group>
  <group name="cells_and_area">
    <metric name="n_fill_cell" unit="">1010</metric>
    <metric name="layout-drive-gt1-share" unit="%">4.95</metric>
    <metric name="area.growth.synth_to_final" unit="%">54.9</metric>
  </group>
</metrics>
-- power by group through the flow --
stage	clock network (uW)	logic [uW]	registers [uW]
4_1_cts	130	78.0	223
5_1_grt	139	84.8	226
6_report	127	76.7	223
-- final timing paths --
path / start / end / slack (ns) / depth (start not counted)
max: countX[8]$_SDFF_PP0_ / pixelOut[4] / 1.20 / 3
max reg2reg: countX[0]$_SDFF_PP1_ / countY[7]$_SDFFE_PP1P_ / 2.11 / 5
min reg2reg: countX[0]$_SDFF_PP1_ / countX[0]$_SDFF_PP1_ / 0.54 / 1
min: countX[0]$_SDFF_PP1_ / countX[0]$_SDFF_PP1_ / 0.54 / 1
-- synth_stat cells, types with 4 or more instances --
| library cell | number |
|---|---|
| nand2_1 | 15 |
| nor3_1 | 11 |
| dfxtp_1 | 20 |
| xor2_1 | 4 |
| nor2_1 | 5 |
| ha_1 | 5 |
| inv_1 | 6 |
| nand3_1 | 7 |
| and3_1 | 4 |
| o21ai_1 | 9 |
| and2_1 | 12 |
-- kinds of logic (layout without fill, tap and decap cells) --
logic type | Yosys count | after routing | share of synthesized area, %
compound gates | 31 | 31 | 21.4
xor+xnor | 7 | 7 | 5.33
fa+ha+maj | 5 | 5 | 5.43
buf+inv | 10 | 56 | 3.59
flops | 20 | 20 | 34.8
simple gates | 63 | 63 | 29.5
-- area by class of cell --
type,count,area (um^2),share of cell area [%]
multi-input cells,106,709,39.8
repair buffers,47,470,26.4
flip-flops and latches,20,400,22.5
well taps,111,139,7.79
clock buffers,3,41.3,2.32
inverters,6,22.5,1.26
-- sequential cells by signal, summed over array words and instances, names as in the netlist --
register and flops:
countY 10, countX 10
-- metal layers --
layer  vias to the layer above  routed length (um)
met1                       497                1580
met4                         0                  40
met5                         -                   0
met3                         2                 314
met2                        39                1600
li1                        587                   -
-- through the flow --
stage	instances	utilization (%)	cell area, um^2	hold slack, ns	power [uW]
2_1_floorplan	136	-	1150	0.467	255
6_report	293	19.4	1780	0.537	426
4_1_cts	293	19.4	1780	0.539	431
3_3_place_gp	290	18.9	1740	0.520	305
3_5_place_dp	290	18.9	1740	0.520	305
5_1_grt	293	19.4	1780	0.564	451
-- cell usage in the layout (no fill, tap or decap), types with 2 or more instances in the layout --
| cell | instances |
|---|---|
| clkdlybuf4s50_1 | 47 |
| dfxtp_1 | 20 |
| nand2_1 | 15 |
| and2_1 | 12 |
| nor3_1 | 11 |
| o21ai_1 | 9 |
| nand3_1 | 7 |
| inv_1 | 6 |
| nor2_1 | 5 |
| ha_1 | 5 |
| and3_1 | 4 |
| xor2_1 | 4 |
| a221o_1 | 3 |
| a31oi_1 | 3 |
| xnor2_1 | 3 |
| clkbuf_8 | 3 |
| or4_1 | 2 |
| a21oi_1 | 2 |
| a211o_1 | 2 |
No activity file was given, so power comes from the tool's default toggle rates.
