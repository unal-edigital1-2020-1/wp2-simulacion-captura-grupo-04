==> flow/config.mk <==
export PLATFORM = sky130hd
export DESIGN_NAME = cam_read
export DESIGN_NICKNAME = cam_read
export VERILOG_FILES = /design/flow/design.v
export SDC_FILE = /design/flow/constraint.sdc
export NUM_CORES = 4
export LEC_CHECK = 1
export CORE_AREA = 10 10 113 113
export DIE_AREA = 0 0 123 123
==> flow/design.v <==
`timescale 10ns / 1ns
module cam_read #(
		parameter AW = 15 
		)(
		input rst,
		input CAM_PCLK,
		input CAM_VSYNC,
		input CAM_HREF,
		input [7:0] CAM_px_data,
		input Photo_button,
		input Video_button,
		output reg [AW-1:0] DP_RAM_addr_in = 0,
		output reg [11:0] DP_RAM_data_in = 0,
		output reg DP_RAM_regW = 0
   );
	reg [2:0] state=1;
	reg pas_vsync = 0;
	reg cont = 1'b0;
	reg pas_href= 0;
	reg [15:0] cont_pixel=16'h0000;
	reg [15:0] cont_pclk=16'h0000;
	always@(posedge CAM_PCLK) begin
		if (rst) begin
		  DP_RAM_addr_in=0;
		  state=1;pas_vsync=0;
		end else 
		case(state) 					
		1:		 
			begin
				DP_RAM_addr_in=15'b1111_1111_1111_111;								
				if(pas_vsync && !CAM_VSYNC) begin
				    state=2;
				end
			end
		2:		 
			begin
				if(!pas_href && CAM_HREF) begin
						cont_pixel = 0;
						state = 3;
					    DP_RAM_data_in[11:8] = {CAM_px_data[3:0]};
						DP_RAM_regW = 0;
						cont = ~cont;
						cont_pclk = cont_pclk + 1;
				end 
				else if(CAM_VSYNC) 
						state=1;
				else if(Photo_button)
						state = 4;
			end
		3:		 
		begin
			if(CAM_HREF) begin  
				if (cont==0)
				begin
					DP_RAM_data_in[11:8] = {CAM_px_data[3:0]};
					DP_RAM_regW = 0;
					cont_pclk = cont_pclk + 1;
				end
				else 
				begin
					DP_RAM_data_in[7:0] = {CAM_px_data[7:0]};
					DP_RAM_regW = 1;
					if(DP_RAM_addr_in < 19199|DP_RAM_addr_in==15'b1111_1111_1111_111) DP_RAM_addr_in = DP_RAM_addr_in + 1;
					cont_pixel = cont_pixel +1;
				end
				cont = ~cont;
			end else state=2;
		end
		4:		 
		begin
			DP_RAM_regW = 0;
			if(Video_button)
				state = 1;
		end
		endcase
		pas_vsync = CAM_VSYNC;
	end
endmodule
==> flow/constraint.sdc <==
current_design cam_read

set clk_period 4.6
set clk_io_pct 0.2

create_clock -name clk0 -period $clk_period [get_ports {CAM_PCLK}]

set non_clock_inputs [all_inputs -no_clocks]
set_input_delay [expr $clk_period * $clk_io_pct] -clock clk0 $non_clock_inputs
set_output_delay [expr $clk_period * $clk_io_pct] -clock clk0 [all_outputs]
==> flow/run.sh <==
#!/bin/bash
# OpenROAD 26Q1-2900-gdf79404cd8, Yosys 0.63+post, stock flow scripts
make -C /OpenROAD-flow-scripts/flow DESIGN_CONFIG=/design/flow/config.mk WORK_HOME=/design/flow/orfs finish
==> run_results.csv <==
group,metric,value,unit
cells_and_area,final_layout_top_logic_cells,"clkdlybuf4s50_1 (41), dfxtp_1 (19), nor2_1 (17)",
route,drt-total-wl,4.32,mm
timing,slew_viol_final,0,
clocking,clk_latency,280,ps
clocking,clk_pin_slew,70,ps
setup_path,critPathCaptureType,"flop",
route,drt-initial-drc-count,162,
cells_and_area,n_fill_cell,1101,
clocking,cts_made_buffers,5,
synth,flop_cell,"dfxtp_1",
global_route,grt_pass1_vias,1263,
clocking,clock-sinks,33,
timing,final.setup.tns,0,ps
pwr,power.leakage,0.722,nW
synth,ys_top_logic_family,"AND-OR/OR-AND gates",
floorplanning,fp_util,15.4,%
clocking,cts_resized,0,
floorplanning,die-width,123,um
setup_path,path_delay_family,"simple AND/OR/NAND/NOR gates",
route,wire_per_inst,12.8,um
synth,netlist.area_leader.share,26.4,%
floorplanning,die_area,15100,sq um
synth,yosysTopAreaCell,"edfxtp_1",
synth,yosys.area_share.simple,21.6,%
timing,finalCritPeriodShare,69.5,%
setup_path,worstSetupPathType,"input pin to flop",
floorplanning,io_pins,42,
route,remaining_drc_errors,0,
timing,hold_slack,531,ps
timing,finalHoldViolCount,0,
clocking,cts_setup_buffers,0,
synth,ys_seq_share,50.4,%
cells_and_area,drive_gt1_share,10.9,%
global_route,grt_max_degree,22,
clocking,cts.path.max_buffers,2,
timing,max_freq,313,MHz
global_route,grt_pass1_wl,6.76,mm
synth,synth-xor-area-share,0,%
synth,ys_chip_area,1590,sq um
synth,async_flop_share,0,%
synth,yosysWarnings,1,
worst_hold_path,hp-class,"flop to flop",
synth,area_leaders,"edfxtp_1 (26%), dfxtp_1 (24%), a21oi_1 (5.0%)",
setup_path,crit_arrival,3320,ps
run,maxCapViolations,0,
placement,place.gp.congestion,0.809,
clocking,htreeDepth,2,
timing,period_needed,3200,ps
placement,portBuffers,41,
setup_path,crit_chain,"clkdlybuf4s50_1, a21boi_0, or3b_2, a31oi_4, and2_2, a311oi_1",
setup_path,cpMaxStageDelayCell,"clkdlybuf4s50_1",
timing,skew,6.25,ps
floorplanning,fp.dieH,123,um
setup_path,cpPeakStageDelay,710,ps
synth,ys_cells,163,
floorplanning,fp-row-count,37,
synth,ys_sh_mux,0.708,%
route,diodes,0,
route,postRouteAntennaNets,0,
cells_and_area,area_growth_syn_to_layout,38.5,%
timing,worst_pin_slew,865,ps
route,num_vias,1365,
synth,synthAoiAreaFrac,22.9,%
global_route,antenna_found_initial,0,
route,via_per_inst,4.04,
timing,rsz0062_at_grt,"false",
run,warning_count,25,
global_route,grt_util_all_layers,5.54,%
synth,synth.distinct_cells,41,
run_status,status,"finished clean",
pwr,peakVddDrop,102,uV
clocking,cts_tree,"yes",
floorplanning,core_area,10300,sq um
pwr,power_density,329,nW/um^2
setup_path,cp.buffers_inverters,1,
cells_and_area,layout.cells.most_common,"clkdlybuf4s50_1",
setup_path,crit_required,4720,ps
global_route,grt.overflow.total,0,
setup_path,path_max_fanout,16,
synth,ys_ff,33,
placement,hpwl,3.18,mm
synth,synth_area,1590,sq um
synth,synth_area_per_cell,9.76,sq um
synth,syn_inst,163,
clocking,cts-root-buf,"clkbuf_8",
timing,max_slew_margin,42.2,%
route,dr.pass1.iters,4,
timing,finalSetupViolCount,0,
clocking,cts_hold_buf,0,
synth,edf_count,14,
setup_path,critPathLaunchType,"input pin",
synth,fa_ha_area_share,0.787,%
[cell usage after synthesis, types with 2 or more instances]
library cell and n:
o21a_1 4, and3_1 2, a311oi_1 7, nor2_1 17, and4_2 2, inv_1 2
nand2b_1 2, a21oi_2 2, o21ai_0 11, nor2b_1 3, nand3_1 6, nand4_1 2
a311oi_2 2, dfxtp_1 19, clkbuf_1 6, a211oi_1 5, a21oi_1 16, nor4_1 2
nor3_1 2, nand2_1 15, and3b_1 2, or2_2 2, edfxtp_1 14
[power breakdown]
part / internal [mW] / leakage (nW) / switching, mW
Sequential: 0.330 / 0.285 / 0.0418
Clock: 0.105 / 0.0450 / 0.104
Combinational: 0.0819 / 0.391 / 0.0615
[stage by stage]
step | power, mW | instances | worst slack (ps) | utilization [%] | instance area [sq um]
3_5_place_dp | 0.522 | 330 | 1130 | 20.5 | 2120
4_1_cts | 0.735 | 338 | 1430 | 21.3 | 2200
6_report | 0.724 | 338 | 1400 | 21.3 | 2200
5_1_grt | 0.774 | 338 | 1240 | 21.3 | 2200
3_3_place_gp | 0.522 | 330 | 1190 | 20.5 | 2120
2_1_floorplan | 0.447 | 163 | 2350 | - | 1590
[sequential cells by signal, summed over array words and instances, names as in the netlist]
signal and flops:
state 3, DP_RAM_addr_in 15, cont 1, DP_RAM_regW 1, DP_RAM_data_in 12, pas_vsync 1
[layer usage]
layer	wire length (um)	GRT usage (%)
met1	2190	8.22
met2	1620	7.30
met5	0	0
met4	48	0.728
met3	468	2.68
[final cells by class]
cell class	instances	area (sq um)	area share [%]
well taps	136	170	7.73
clock buffers	6	72.6	3.30
multi-input cells	118	731	33.2
inverters	2	7.51	0.341
repair buffers	41	410	18.6
flip-flops and latches	33	801	36.4
clock inverters	2	10.0	0.455
[worst paths after layout]
check	startpoint	endpoint	slack (ps)	cells past startpoint
max	CAM_HREF	DP_RAM_addr_in[2]	1400	6
min	DP_RAM_addr_in[14]	DP_RAM_addr_in[14]	530	1
max reg2reg	DP_RAM_addr_in[0]	DP_RAM_addr_in[2]	2060	6
min reg2reg	DP_RAM_addr_in[14]	DP_RAM_addr_in[14]	530	1
[kinds of logic (layout without fill, tap and decap cells)]
logic type,count (synthesis),count (layout)
and+or+nand+nor,64,64
DFF,33,33
buffers and inverters,12,51
AOI/OAI and AO/OA,52,52
muxes,1,1
adders and majority gates,1,1
[worst reg2reg max path: stages, from the launching register on]
cell and delay [ps]:
dfxtp_1 430, ha_1 280, nand4_2 140, or4_4 590, a31oi_4 460, and2_2 360, a311oi_1 130
Power is estimated from default activity; no workload was simulated.
